--- /design/flow/config.mk ---
export PLATFORM = sky130hd
export DESIGN_NAME = ALU
export DESIGN_NICKNAME = ALU
export VERILOG_FILES = /design/flow/design.v
export SDC_FILE = /design/flow/constraint.sdc
export NUM_CORES = 4
export LEC_CHECK = 1
export CORE_UTILIZATION = 50
--- /design/flow/constraint.sdc ---
current_design ALU

set clk_period 22.2
set clk_io_pct 0.2

create_clock -name clk0 -period $clk_period

set non_clock_inputs [all_inputs -no_clocks]
set_input_delay [expr $clk_period * $clk_io_pct] -clock clk0 $non_clock_inputs
set_output_delay [expr $clk_period * $clk_io_pct] -clock clk0 [all_outputs]
--- /design/flow/design.v ---
module ALU #(
    parameter WIDTH = 8,
    parameter MUL_WIDTH = 16
) (
    input   wire [WIDTH-1:0] a,
    input   wire [WIDTH-1:0] b,
    input   wire [3 : 0]         opsel,
    output  reg  [MUL_WIDTH-1:0] result,
    input   wire                 in,
    input   wire                 cond1,
    input   wire                 cond2,
    output  reg                  out
);
always @(*) begin
    if (cond1)           out = in;
    else if (cond2)      out = ~in;
    else                out = 0;
end
always @(*) begin
    case (opsel)
        4'd0:   result = a + b;
        4'd1:   result = a - b;
        4'd2:   result = a * b;
        4'd3:   result = a >>> b;
        4'd4:   result = a <<< b;
        4'd5:   result = a / b;
        4'd6:   result = ~a;
        4'd7:   result = a & b;
        4'd8:   result = a | b;
        4'd9:   result = a ^ b;
        4'd10:  result =  'd1;
        default: result = a + b;
    endcase
end
endmodule
--- /design/flow/run.sh ---
#!/bin/bash
# OpenROAD 26Q1-2900-gdf79404cd8, Yosys 0.63+post, stock flow scripts
make -C /OpenROAD-flow-scripts/flow DESIGN_CONFIG=/design/flow/config.mk WORK_HOME=/design/flow/orfs finish
==> flow_summary.yaml <==
# yosys + openroad results
status:
  status: "finished, violations left"
  violations: "negative setup slack"
critical_path:
  worstPathMaxFanout: 8
  worstSetupPathType: "primary input to primary output"
  critPathMostFrequentCell: "o21a_1"
  arrival_ps: 28240
  slowest_delay_ps: 490
  required_ps: 17760
  crit_path_end_kind: "primary output"
  start_kind: "primary input"
  slowest_stage: "or4b_4"
final_layout:
  ff_count: 0
  final_cells: 1952
  clkbuf_count: 0
  synthToLayoutAreaGrowth_pct: 52.03
  seq_area_um2: 0
  logic_area_mm2: 0.009766
  nFillCells: 1206
  drive_gt1_share_pct: 37.61
timing:
  finalSetupViolCount: 6
  rsz0062_at_grt: "true"
  worst_pin_slew_ps: 757.7
  fin_ws_ps: -10480
  slew_headroom_pct: 49.33
  timing.fmax_mhz: 30.60
  post-route-period-util_pct: 147.2
  slew_violations: 0
  period_needed_ps: 32680
  fin_setup_tns_ps: -33960
  hold_viol_final: 0
global_routing:
  grt_max_degree: 32
  grt_pass1_wl_um: 53650
  grt_antenna_before_repair: 0
  overflow: 0
  grt.total_usage_pct: 35.35
  grt_pass1_vias: 10560
synthesis:
  netlist_area_mm2: 0.009270
  most_common_cell: "ha_1"
  logic_family: "adder cells"
  synth_stat.cells: 1294
  synth_cell_types: 95
  avgSynthCellArea_um2: 7.164
  topCellsByArea: "ha_1 22%, fa_1 8.2%, nor2_1 6.3%"
  yosys.area_share.adder_pct: 30.07
  synth_seq_share_pct: 0
  yosysWarnings: 1
  aoi_share_pct: 29.05
  syn_inst: 1294
  common_cells: "162 x ha_1, 156 x nor2_1, 108 x a21oi_1"
  ys_chip_area_mm2: 0.009270
  mux_share_pct: 6.438
  synth_top_cell_by_area: "ha_1"
  top_area_share_pct: 21.87
  ys_sh_simple_pct: 22.62
  yosys.area_share.xor_xnor_pct: 5.385
place:
  dp_hpwl_um: 24870
  dp_slack_ps: -11530
  routabilityCongestion: 0.9934
  io_buffers: 40
  dp_cells: 1857
job:
  maxCapViolCount: 0
  warning_count: 56
floorplanning:
  io_pins: 40
  core_area_mm2: 0.01809
  die_h_um: 138.2
  row_count: 49
  die_area_mm2: 0.01909
  fp.dieW_um: 138.2
  initial_core_util_pct: 51.26
power_and_ir_drop:
  power_leakage_uw: 0.006777
  ir_drop_mv: 0.2233
  power_density_mw_per_mm2: 146.9
  finalPower_uw: 2071
route:
  vias_per_cell: 5.779
  drc: 0
  met2WireLength_um: 15160
  first_pass_iters: 25
  antenna_cells: 0
  drtIter0Drc: 715
  top_layer: "met4"
  wirelength_um: 34160
  ant_nets: 0
  met1_length_um: 15540
  wl_per_cell_um: 17.50
  wl_met3_um: 2479
  num_vias: 11280
clock_network:
  hold_buffers: 0
worst_hold_path:
  hold_path_class: "primary input to primary output"
==> area by class of cell <==
class                      count  share of cell area, %
tap                          229                  2.033
multi-input combinational   1149                  69.29
inverter                     104                  2.797
timing repair buffer         470                  25.88
==> critical path, delay by kind of cell <==
family	cells	cell delay (ps)
adders and majority gates	15	3890
muxes	6	1730
and+or+nand+nor	28	4070
AOI/OAI and AO/OA	70	12370
buffers and inverters	11	1750
==> cells in the final DEF (no fill, tap or decap), types with 9 or more instances in the layout <==
cell             Yosys  routed
mux2_4               3      12
mux2_2              26      18
fa_1                38      38
nor3_1              60      54
o21ai_0             57      40
ha_4                 0      22
nand2_1            106     100
or3_1               13      12
o21bai_1            11      11
nand2b_1            13      11
clkdlybuf4s50_1      0      28
a21oi_2              1      20
inv_1              102     100
buf_4                2     419
nand3_1             22      19
a21o_1              28      28
nor2b_1             13      12
ha_1               162     134
a221oi_1            11       9
nor2_4               0       9
mux2i_1             11       9
a21oi_1            108      81
o31ai_1             15      11
o211ai_1            13      13
nor2_2               1      10
xnor2_1             37      37
or2_2               10       9
nor2_1             156     138
buf_6                2      10
xor2_1              20      19
o21a_1              46      45
==> timing repair <==
action                                  CTS  global route
endpoints found under the setup margin    6             6
pin swaps                                89            74
cloned                                    0             0
buffers inserted                         67            30
resized                                  94            70
==> metrics by stage <==
step	cell area (um^2)	utilization (%)	hold WS (ps)
floorplan	9782	-	8934
global placement	12720	70.35	9751
detailed placement	12720	70.35	9754
CTS	13530	74.83	9759
global route	14090	77.92	9826
finish	14090	77.92	9761
==> cells by family after synthesis <==
| kind of cell | after synthesis |
|---|---|
| other | 1 |
| and+or+nand+nor | 445 |
| xor gates and xnor gates | 57 |
| buffers and inverters | 152 |
| AOI/OAI and AO/OA | 391 |
| muxes | 48 |
| adders and majority gates | 200 |
==> path summary, 6_finish.rpt <==
| kind | startpoint | endpoint | slack (ps) | cells past startpoint |
|---|---|---|---|---|
| setup / recovery | b[0] | result[0] | -10480 | 130 |
| hold / removal | cond2 | out | 9760 | 4 |
==> report_power, final <==
part | switching, uW | internal, uW
clock network | 0 | 0
logic | 929 | 1140
registers | 0 | 0
==> per-layer routing <==
metal	vias up	global-route usage (%)
met5	-	0
met4	0	8.279
met3	64	6.495
met2	375	56.10
met1	5245	50.41
li1	5597	-
