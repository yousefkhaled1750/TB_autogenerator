File: ./config.mk
export PLATFORM = sky130hd
export DESIGN_NAME = mix
export DESIGN_NICKNAME = mix
export VERILOG_FILES = /design/flow/design.v
export SDC_FILE = /design/flow/constraint.sdc
export NUM_CORES = 4
export LEC_CHECK = 1
export CORE_AREA = 10 10 74 74
export DIE_AREA = 0 0 84 84
File: ./constraint.sdc
current_design mix

set clk_period 7.7
set clk_io_pct 0.2

create_clock -name clk0 -period $clk_period [get_ports {clk}]

set non_clock_inputs [all_inputs -no_clocks]
set_input_delay [expr $clk_period * $clk_io_pct] -clock clk0 $non_clock_inputs
set_output_delay [expr $clk_period * $clk_io_pct] -clock clk0 [all_outputs]
File: ./design.v
module mix #(
      parameter WIDTH = 8
) 
(
  input     wire          clk,
  input     wire          rst,
  input     wire    [7:0] data_in,
  output    reg     [7:0] data_out,
  input     wire    [7:0] comb_in,
  input     wire    [7:0] comb_add,
  output    wire    [7:0] comb_out,
  input     wire    [7:0] a,
  output    reg     [7:0] out,
  input     wire          sel,
  input     wire          b,
  output    wire          c
);
assign  comb_out = comb_in + comb_add;
assign  c = sel ? b : 0;
  always @(posedge clk, negedge rst) begin
    if (~rst)   data_out <= 0;
    else        data_out <= data_in;
  end
  always @(*) begin
    out = a;
  end
endmodule
File: ./run.sh
#!/bin/bash
# OpenROAD 26Q1-2900-gdf79404cd8, Yosys 0.63+post, stock flow scripts
make -C /OpenROAD-flow-scripts/flow DESIGN_CONFIG=/design/flow/config.mk WORK_HOME=/design/flow/orfs finish
==> summary.txt <==
Flow results follow.

Max-slew check failures listed in the final report amount to 0. The largest register by flop count is data_out. STA classifies the critical path endpoint as a primary output.

The synthesized area divided by synthesized cell count is 10.14 um2. The report lists the number of standard-cell rows as 23. Of the cells placed in the final design, the portion with a size suffix greater than 1 is 0.04082.

The number of input and output port buffers inserted is 44. The number of setup buffers added after CTS is 0. After clock tree synthesis, the flow added hold-fix buffers numbering 0.

According to the I/O placement log, the pin count is 61. The deepest level of the CTS H-tree is 1. The type of the worst setup path is in2out. Between the synthesized netlist and the finished layout, the area growth was recorded as 80.96%. The initial antenna violation count is 0. The final number of setup-violating endpoints is 0. Of the total power, registers draw 0.299. Per the final timing report, the hold violations number 0. Counting the warning lines in the Yosys log gives 1. Per the synthesis report, the dominant area consumer among library cells is dfrtp_1. The data arrival at the endpoint of the critical path is 3590 ps. The count of library flops with an enable pin is 0. The report lists the number of cells resized after CTS as 0. The flow ran to the end, and the final reports show no timing, DRC or antenna violations.

The post-synthesis chip area from yosys is 598.1 um2. Across all layers, the routed design uses 538 vias. The analysis reports a worst IR drop on VDD of 0.00006917 V.

The share of power burned in combinational logic is 0.382. The register share after synthesis is 0.3347. The maximum number of pins on one net before global-route repair is 9.

The number of flip-flops and latches in the synthesized netlist is 8. The number of nets still failing antenna checks after routing is 0. The number of buffers on the longest clock path is 2. The remaining max-slew budget at the tightest pin is 0.7089. The area fraction of the largest cell type after synthesis is 0.3347. The register with the most flip-flops in the layout has 8 of them. Per the post-synthesis report, the number of cells in the design is 59. The internal power of the cells is 117.1 uW. The height of the chip is 84 um. The placeable core region is 0.003971 mm2. The power density over the cells is 138.9 mW/mm2. The number of clock sinks came to 8. For this sky-water flow run, the detailed-routed wirelength per cell is reported as 12.21 um.

In the global route stage, overall resource usage came out at 0.04899. The largest registers in the layout are data_out x8. The path class of the lowest-slack min-delay path is in2async. Of the total power, the clock network draws 0.319. The final timing summary puts the cycle share of the worst path at 0.6663. The synthesis run shows the most used standard cells to be buf_4, dfrtp_1, ha_1. TritonCTS built the clock tree. The finished layout holds 148 standard cells, fillers aside.

The dominant register cell is dfrtp_1. The number of detailed-routing iterations run before antenna repair is 4. Once iteration 0 of detailed routing completed, the report listed 19 DRC markers.

The wire length after detailed routing is 1807 um. In this run the horizontal extent of the chip is 84 um. STA classifies the critical path startpoint as an input port.

The chip area is 0.007056 mm2. Max-cap violations in this run came to 0. The proportion of register bits with asynchronous set or reset after synthesis is 1.000. The total leakage power is 0.4370 nW. STA lists the maximum fanout along the critical path as 3. The routed design shows a via density per instance of 3.635. The residual DRC count is 0. Setup total negative slack on the finished layout was measured at 0 ps. The maximum achievable frequency is 194.9 MHz. The yosys stat cell total is 59.

Note, the detailed placer reported a final HPWL of 1600 um. In the post-synthesis netlist, the biggest area contributors are dfrtp_1, ha_1, buf_4. The switching component of the power was reported as 33.28 uW. The mapped netlist covers 598.1 um2.

The number of global-route vias before repair is 547. For this configuration, the core starts out at a cell density of 0.1506. The count of tool warnings is 25. The clock-pin slew on the worst setup and hold paths is 40 ps. At the pin with the least slew margin, the transition time is 434.0 ps. The cell at the root of the clock tree is clkbuf_8. The global placement routability congestion is 0.8125.

The switching portion of total power comes to 0.2213. The required time of the critical path is 6160 ps. The time the worst path needs with I/O delays and setup is 5130 ps. The repair_antennas step left the layout with diodes totalling 0.

Setup repair after global routing left no endpoint under its margin. The first global-routing pass estimated 2884 um of wire. Once placement completed, the tool counted placed cells totaling 145. The global route stage reports its total congestion overflow as 0. The number of buffers inserted during clock tree synthesis is 3. The synthesized netlist contains 26 unique library cells.
==> worst max-delay path by stage <==
stage              start     endpoint  slack (ps)  cells after the start
CTS           comb_in[0]  comb_out[6]        2550                      8
global route  comb_in[0]  comb_out[6]        2420                      8
finish        comb_in[0]  comb_out[6]        2570                      8
==> power groups by stage <==
stage | combinational, mW | sequential (mW) | clock [mW]
CTS | 0.0587 | 0.0449 | 0.0489
global route | 0.0639 | 0.0451 | 0.0516
finish | 0.0575 | 0.0449 | 0.0480
==> cell families (layout without fill, tap and decap cells) <==
group / after synthesis / after routing / share of synthesized area
AND-OR/OR-AND: 18 / 18 / 0.2071
buffers and inverters: 13 / 52 / 0.1318
adder cells (fa/ha/maj): 8 / 8 / 0.1799
flip-flops: 8 / 8 / 0.3347
AND/OR/NAND/NOR: 8 / 8 / 0.08787
XOR/XNOR: 4 / 4 / 0.05859
==> layout make-up <==
cell class	count	area [um2]
fillers	407	2889
inverters	5	18.77
repair buffers	44	440.4
clock buffers	3	41.29
multi-input cells	38	319.1
well taps	50	62.56
flip-flops and latches	8	200.2
==> layout by cell type (no fill, tap or decap), types with 2 or more instances in the layout <==
cell,instances
dfrtp_1,8
xnor2_1,2
o21ai_0,2
inv_1,5
clkdlybuf4s50_1,44
clkbuf_8,3
a21oi_1,5
o211ai_1,3
xor2_1,2
ha_1,7
==> worst max-delay path: stages <==
cell	delay, ps
clkdlybuf4s50_1	400
ha_1	220
inv_1	70
fa_1	250
nor2b_4	60
o31a_1	260
o311ai_1	270
clkdlybuf4s50_1	520
==> per-layer routing <==
layer / global-route usage / part of all wire
met2: 0.06760 / 0.40
met1: 0.06453 / 0.44
met5: 0 / 0
met3: 0.03150 / 0.15
met4: 0.004566 / 0.0066
==> through the flow <==
stage            util  instance area, um2  power, mW  setup WS [ps]  hold slack (ps)
6_report       0.2725                1082     0.1504           2570             1589
3_5_place_dp   0.2621                1041     0.1035           2558             1828
2_1_floorplan       -               598.1    0.06726           3640             1244
5_1_grt        0.2725                1082     0.1606           2422             1595
4_1_cts        0.2725                1082     0.1525           2553             1590
3_3_place_gp   0.2621                1041     0.1033           2585             1821
Power and IR drop assume default switching activity.
