==> /design/flow/design.v <==
module shift #(
    parameter  WIDTH = 8
) (
    input   wire                clk,
    input   wire                rst,
    input   wire                shift_enable,
    input   wire                in_enable,
    input   wire    [WIDTH-1:0] in,
    output  reg     [WIDTH-1:0] out
);
always @(posedge clk, negedge rst) begin
    if (~rst)                out <= 'd0;
    else if (in_enable)     out <= in;            
    else if (shift_enable)  out <= out >>> 1;
    else                    out <= out;        
end
endmodule
==> /design/flow/run.sh <==
#!/bin/bash
# OpenROAD 26Q1-2900-gdf79404cd8, Yosys 0.63+post, stock flow scripts
make -C /OpenROAD-flow-scripts/flow DESIGN_CONFIG=/design/flow/config.mk WORK_HOME=/design/flow/orfs finish
==> /design/flow/config.mk <==
export PLATFORM = sky130hd
export DESIGN_NAME = shift
export DESIGN_NICKNAME = shift
export VERILOG_FILES = /design/flow/design.v
export SDC_FILE = /design/flow/constraint.sdc
export NUM_CORES = 4
export LEC_CHECK = 1
export CORE_AREA = 10 10 70 70
export DIE_AREA = 0 0 80 80
==> /design/flow/constraint.sdc <==
current_design shift

set clk_period 1.3
set clk_io_pct 0.2

create_clock -name clk0 -period $clk_period [get_ports {clk}]

set non_clock_inputs [all_inputs -no_clocks]
set_input_delay [expr $clk_period * $clk_io_pct] -clock clk0 $non_clock_inputs
set_output_delay [expr $clk_period * $clk_io_pct] -clock clk0 [all_outputs]
==> out/metrics.json <==
{
  "die-area": {"value": 0.006400, "unit": "mm^2"},
  "cp.arrival": {"value": 0.90, "unit": "ns"},
  "worst_path_max_delay_cell": {"value": "dfrtp_1"},
  "yosys-top-cells-count": {"value": "8 x dfrtp_1, 8 x nand2_1, 7 x mux2i_1, 7 x o21ai_1, 2 x buf_6"},
  "cp_cell_sequence": {"value": "dlygate4sd2_1"},
  "die.size.y": {"value": 80, "unit": "um"},
  "max_freq": {"value": 861.9, "unit": "MHz"},
  "avgSynthCellArea": {"value": 10.86, "unit": "um^2"},
  "clk_path_buf_depth": {"value": 2},
  "design.portCount": {"value": 20},
  "initial_utilization": {"value": 10.81, "unit": "%"},
  "critical_path_buf_inv_count": {"value": 1},
  "synth.top_cells.by_area": {"value": "dfrtp_1 54%, mux2i_1 19%, o21ai_1 9.5%"},
  "power_switching_share": {"value": 23.25, "unit": "%"},
  "critPathMaxFanout": {"value": 3},
  "registers.top_by_ff_count": {"value": "out"},
  "internal_power": {"value": 0.4845, "unit": "mW"},
  "layout.filler_cells": {"value": 379},
  "max_reg_flops": {"value": 8},
  "setup.worst_path.start_class": {"value": "register"},
  "synth_area_leader_cell": {"value": "dfrtp_1"},
  "openroad.warnings": {"value": 25},
  "core": {"value": 0.003416, "unit": "mm^2"},
  "finalClockSkew": {"value": 0.0001459, "unit": "ns"},
  "fin_crit": {"value": 1.160, "unit": "ns"},
  "slowest_delay": {"value": 0.40, "unit": "ns"},
  "synthToLayoutAreaGrowth": {"value": 86.10, "unit": "%"},
  "critical_path_class": {"value": "reg -> out"},
  "setup_violations": {"value": 0},
  "power.sequential.fraction": {"value": 45.4, "unit": "%"},
  "critical_path.endpoint_type": {"value": "output pin"},
  "p_leak": {"value": 0.3218, "unit": "nW"},
  "layout.area.comb": {"value": 146.4, "unit": "um^2"},
  "ys_ff": {"value": 8},
  "rsz0062_at_grt": {"value": "no"},
  "vias_per_cell": {"value": 3.193},
  "setup-tns-final": {"value": 0, "unit": "ns"},
  "synthesis.area": {"value": 369.1, "unit": "um^2"},
  "ant_nets": {"value": 0},
  "period_used_share": {"value": 89.25, "unit": "%"},
  "place.port_buffers": {"value": 19},
  "maxCapViolCount": {"value": 0},
  "cts-buffers-inserted": {"value": 3},
  "clk_pin_slew_worst_paths": {"value": 0.05, "unit": "ns"},
  "cts_num_sinks": {"value": 8},
  "hold_class": {"value": "in -> async"},
  "drv_slew": {"value": 0},
  "detail_route.wirelength": {"value": 1156, "unit": "um"},
  "grt_pass1_wl": {"value": 1842, "unit": "um"},
  "seq_area": {"value": 200.2, "unit": "um^2"},
  "synth_top_flop_cell": {"value": "dfrtp_1"},
  "routed-via-count": {"value": 348},
  "cts_tree": {"value": "done"},
  "worst-endpoint-required": {"value": 1.04, "unit": "ns"},
  "antenna_cells_inserted": {"value": 0},
  "power.share.clock": {"value": 29.5, "unit": "%"},
  "power_density": {"value": 919.0, "unit": "mW/mm^2"},
  "routed_wire_length_per_instance": {"value": 10.61, "unit": "um"},
  "biggestRegsByFlops": {"value": "out: 8 flops"},
  "layout_cell_share_with_drive_strength_beyond_1": {"value": 19.05, "unit": "%"},
  "detail_route.first_pass.iterations": {"value": 2},
  "worst_pin_slew": {"value": 0.3645, "unit": "ns"},
  "vdd_ir_drop_max": {"value": 0.1684, "unit": "mV"},
  "timing.max_slew.rel_slack": {"value": 75.63, "unit": "%"},
  "yosysUniqueCellTypes": {"value": 7},
  "ys_cells": {"value": 34},
  "top_cell_family_by_delay_on_the_critical_path": {"value": "flip-flops"},
  "antenna_found_initial": {"value": 0},
  "async_reset_ff_share": {"value": 100.0, "unit": "%"},
  "grt_start_max_net_pins": {"value": 9},
  "gr-usage-all-layers": {"value": 3.540, "unit": "%"},
  "comb_power_share": {"value": 25.0, "unit": "%"},
  "net-switching-power": {"value": 0.1468, "unit": "mW"},
  "synth_warnings": {"value": 1},
  "postSynthCellCount": {"value": 34},
  "grt_overflow_total": {"value": 0},
  "cts_max_level": {"value": 1},
  "first_global_vias": {"value": 380},
  "top_area_share": {"value": 54.24, "unit": "%"},
  "ctsHoldBuffers": {"value": 0},
  "clock-root-buffer": {"value": "clkbuf_4"},
  "ys_seq_share": {"value": 54.24, "unit": "%"},
  "placement_rows": {"value": 21},
  "finalWeightedCongestion": {"value": 0.6738},
  "die_x": {"value": 80, "unit": "um"},
  "enable_flop_cells": {"value": 0},
  "drc_errors": {"value": 0},
  "report.final.hold_viol_count": {"value": 0},
  "drt_initial_violations": {"value": 23},
  "ys_chip_area": {"value": 369.1, "unit": "um^2"},
  "clock_insertion_delay_at_the_later_pin_of_the_skew_report": {"value": 0.25, "unit": "ns"},
  "outcome": {"value": "complete, no violations"},
  "finalPower": {"value": 0.6312, "unit": "mW"}
}
-- worst paths after layout --
path / from / end / slack (ns) / depth (start not counted)
max: out[1]$_DFFE_PN0P_ / out[1] / 0.14 / 1
min: rst / out[4]$_DFFE_PN0P_ / 0.29 / 1
max reg2reg: out[7]$_DFFE_PN0P_ / out[6]$_DFFE_PN0P_ / 0.47 / 3
min reg2reg: out[0]$_DFFE_PN0P_ / out[0]$_DFFE_PN0P_ / 0.57 / 2
max in group asynchronous: rst / out[5]$_DFFE_PN0P_ / 0.75 / 1
min in group clk0: in[6] / out[6]$_DFFE_PN0P_ / 0.56 / 3
-- worst reg2reg max path, stage by stage (launching register included) --
cell	delay [ns]
dfrtp_1	0.38
buf_4	0.14
mux2i_1	0.13
o21ai_1	0.07
-- power groups by stage --
stage	clock [mW]	sequential [mW]	combinational, mW
4_1_cts	0.194	0.288	0.161
5_1_grt	0.212	0.291	0.174
6_report	0.186	0.287	0.158
-- stage by stage --
stage	hold slack (ns)	instances	setup WS, ns	cell area (um^2)	util (%)
2_1_floorplan	-0.03559	34	0.5698	369.1	-
3_3_place_gp	0.5556	100	0.005569	629.4	18.42
3_5_place_dp	0.5586	100	-0.002578	629.4	18.42
4_1_cts	0.2912	109	0.1191	686.9	20.11
5_1_grt	0.3108	109	0.09361	686.9	20.11
6_report	0.2894	109	0.1398	686.9	20.11
-- layer usage --
layer  track usage, %  part of all wire, %  vias up
li1                 -                    -      173
met1            3.716                   37      164
met2            6.421                   53        9
met3            1.023                  6.9        2
met4            1.408                  2.3        0
met5                0                    0        -
-- cells in the final DEF, fill, tap and decap left out, types with 3 or more instances in the layout --
cell	count
buf_4	8
clkbuf_4	3
clkdlybuf4s50_1	11
dfrtp_1	8
dlygate4sd2_1	8
mux2i_1	7
nand2_1	8
o21ai_1	7
-- final cells by class --
class | instances | share of cell area (%)
timing repair buffer | 28 | 37.89
sequential | 8 | 29.14
multi-input combinational | 24 | 21.31
tap | 46 | 8.379
clock buffer | 3 | 3.279
-- cells by family (layout without fill, tap and decap cells) --
| group | Yosys count | in the layout | synth area share [%] |
|---|---|---|---|
| AND/OR/NAND/NOR | 9 | 9 | 9.832 |
| AND-OR/OR-AND | 8 | 8 | 10.85 |
| flip-flops | 8 | 8 | 54.24 |
| multiplexers | 7 | 7 | 18.98 |
| buffers and inverters | 2 | 31 | 6.101 |
-- timing repair --
| item | in CTS | in global routing |
|---|---|---|
| setup endpoints to repair | 8 | 0 |
| setup buffers | 6 | 0 |
| resized | 8 | 0 |
Power figures rest on the tool's default switching activity, not on a simulated workload.
